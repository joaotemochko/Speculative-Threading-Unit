`/design/flow/design.v`:
```
package stu_pkg;
  parameter int NUM_CORES   = 4;       
  parameter int ADDR_WIDTH  = 64;      
  parameter int INSTR_WIDTH = 32;      
  parameter int REG_WIDTH   = 64;      
  parameter int NUM_REGS    = 32;      
  typedef logic [ADDR_WIDTH-1:0]   addr_t;
  typedef logic [INSTR_WIDTH-1:0]  instr_t;
  typedef logic [$clog2(NUM_CORES)-1:0] core_id_t;
  typedef enum logic [1:0] {
    SPEC_LEVEL_0_BYPASS,        
    SPEC_LEVEL_1_CONSERVATIVE,  
    SPEC_LEVEL_2_OPTIMISTIC     
  } spec_level_t;
endpackage : stu_pkg
`timescale 1ns/1ps
module stu_safety_filter #(
  parameter int BLOCK_SIZE = 4
)(
  input  logic clk,
  input  logic rst,
  input  stu_pkg::instr_t  [BLOCK_SIZE-1:0] block_in,
  input  logic             block_valid_in,
  output stu_pkg::spec_level_t spec_level_out 
);
  localparam OPCODE_SYSTEM = 7'b1110011;
  localparam OPCODE_FENCE  = 7'b0001111;
  localparam OPCODE_AMO    = 7'b0101111;
  localparam OPCODE_STORE  = 7'b0100011;
  localparam OPCODE_BRANCH = 7'b1100011;
  localparam OPCODE_JALR   = 7'b1100111;
  localparam OPCODE_JAL    = 7'b1101111;
  logic [BLOCK_SIZE-1:0] is_level0_instr;  
  logic [BLOCK_SIZE-1:0] is_level2_instr;  
  logic block_is_level0;  
  logic block_is_level2;  
  genvar i;
  generate
    for (i = 0; i < BLOCK_SIZE; i++) begin : gen_instr_check
      logic [6:0] opcode;
      assign opcode = block_in[i][6:0];
      assign is_level0_instr[i] = (opcode == OPCODE_SYSTEM) ||
                                  (opcode == OPCODE_FENCE)  ||
                                  (opcode == OPCODE_AMO);
      assign is_level2_instr[i] = (opcode == OPCODE_STORE)  ||
                                  (opcode == OPCODE_BRANCH) ||
                                  (opcode == OPCODE_JALR)   ||
                                  (opcode == OPCODE_JAL);
    end
  endgenerate
  assign block_is_level0 = |is_level0_instr; 
  assign block_is_level2 = |is_level2_instr;
  always_comb begin
    if (!block_valid_in) begin
      spec_level_out = stu_pkg::SPEC_LEVEL_0_BYPASS;  
    end else if (block_is_level0) begin
      spec_level_out = stu_pkg::SPEC_LEVEL_0_BYPASS;
    end else if (block_is_level2) begin
      spec_level_out = stu_pkg::SPEC_LEVEL_2_OPTIMISTIC;
    end else begin
      spec_level_out = stu_pkg::SPEC_LEVEL_1_CONSERVATIVE;
    end
  end
endmodule
```
`/design/flow/config.mk`:
```
export PLATFORM = sky130hd
export DESIGN_NAME = stu_safety_filter
export DESIGN_NICKNAME = stu_safety_filter
export VERILOG_FILES = /design/flow/design.v
export SDC_FILE = /design/flow/constraint.sdc
export NUM_CORES = 4
export LEC_CHECK = 1
export CORE_AREA = 10 10 70 70
export DIE_AREA = 0 0 80 80
```
`/design/flow/run.sh`:
```
#!/bin/bash
# OpenROAD 26Q1-2900-gdf79404cd8, Yosys 0.63+post, stock flow scripts
make -C /OpenROAD-flow-scripts/flow DESIGN_CONFIG=/design/flow/config.mk WORK_HOME=/design/flow/orfs finish
```
`/design/flow/constraint.sdc`:
```
current_design stu_safety_filter

set clk_period 2.3
set clk_io_pct 0.2

create_clock -name clk0 -period $clk_period

set non_clock_inputs [all_inputs -no_clocks]
set_input_delay [expr $clk_period * $clk_io_pct] -clock clk0 $non_clock_inputs
set_output_delay [expr $clk_period * $clk_io_pct] -clock clk0 [all_outputs]
```
==> impl_metrics.csv <==
group,metric,value,unit
routing,ant_nets,0,
global_route,track_usage,0.0374,
placement,dp_hpwl,1.14,mm
worst_setup_path,critPathSlowestCell,"or4_4",
final_layout,nClkBuffers,0,
power_and_ir_drop,vdd_drop_max,0.0292,mV
synth,avgSynthCellArea,6.13,um2
worst_setup_path,critPathTopFamily,"simple AND/OR/NAND/NOR gates",
placement,place_ws,-0.622,ns
synth,synth_dominant_cell_count,"nand2_1",
synth,top_area_cell,"nand2_1",
placement,place_congestion,0.720,
global_route,grt_pass1_vias,471,
power_and_ir_drop,power.total,0.0894,mW
timing,setup_viol,0,
timing,tns,0,ns
flow_run,drv_cap,0,
power_and_ir_drop,p_leak,0.281,nW
synth,synth_area,251,um2
floorplan,rows,21,
worst_setup_path,crit_required,1.84,ns
power_and_ir_drop,p_per_area,125,nW/um2
global_route,grt_max_degree,5,
routing,drt_iter0_drc,5,
final_layout,area_growth,184,%
worst_setup_path,arrival,1.78,ns
timing,max_freq,447,MHz
worst_setup_path,startpoint,"block_in[67]",
floorplan,fp_util,0.0736,
timing,hold_viol,0,
timing,slew_headroom,0.750,
routing,antenna_cells,0,
synth,netlist.area_leader.share,0.164,
floorplan,die_w,80,um
status,status,"completed",
final_layout,flop_area,0,um2
worst_setup_path,cp_slowest_stage_delay,0.55,ns
timing,finalMaxSlewViolations,0,
worst_setup_path,cp_cell_sequence,"clkdlybuf4s15_2, or2_1, a2111oi_4, or4_4, buf_6, nor4_4, buf_2",
timing,setup_ws,0.0608,ns
synth,synth_cell_types,21,
routing,vias_per_cell,3.52,
timing,tightest_slew,0.372,ns
placement,io_buffers,31,
routing,route.detailed.drc,0,
synth,netlist_top_cells_count,"nand2_1 (11), nor4_1 (4), nand3_1 (3)",
hold_path,hold_class,"in -> out",
synth,synth_seq_share,0,
floorplan,chip_area,6400,um2
synth,synth_cells,41,
worst_setup_path,startpoint_type,"primary input",
routing,firstDrtPassIters,2,
worst_setup_path,crit_type,"in -> out",
synth,yosysCellCount,41,
timing,period_needed,2.24,ns
global_route,grt_pass1_wl,2.03,mm
worst_setup_path,path_buffers,3,
global_route,overflow,0,
synth,ys.warnings.count,1,
final_layout,drive_above_1_share,0.350,
routing,wl,1.28,mm
worst_setup_path,cp-end-kind,"output pin",
floorplan,ios,133,
final_layout,flops,0,
worst_setup_path,crit_end,"spec_level_out[0]",
worst_setup_path,cp.depth,7,
timing,fin_crit_sh,0.974,
worst_setup_path,path_max_fanout,3,
floorplan,die_y,80,um
floorplan,coreArea,3420,um2
synth,ys_top_cells_by_area,"nand2_1 (16%), nor4_1 (10%), nand3_1 (6.0%), a211oi_1 (6.0%), nor4b_2 (6.0%)",
routing,num_vias,444,
routing,wire_per_inst,10.2,um
global_route,antenna_found_initial,0,
flow_run,warnings,134,
synth,yosys_area,251,um2
==> metal layers <==
metal,up-vias,track usage,routed length [um]
met2,17,0.0578,570
met3,0,0.0148,128
met1,188,0.0508,583
met4,0,0,0
li1,239,-,-
met5,-,0,0
==> how the worst min path moves through the flow <==
stage	startpoint	to	slack (ns)	cells after the start
5_1_grt	block_in[6]	spec_level_out[0]	1.68	6
4_1_cts	block_in[6]	spec_level_out[0]	1.60	6
6_report	block_in[6]	spec_level_out[0]	1.60	6
==> cells in the final DEF (no fill, tap or decap), drive strengths merged <==
master and n:
dlygate4sd2 21, buf 12, nand2 11, nor4 5, clkdlybuf4s15 5, nand3 3, or2 3, nor2 2
nor3 2, or3 2, a211oi 2, nor4bb 1, a41oi 1, nand3b 1, and2b 1, nor2b 1
nand2b 1, inv 1, a2111oi 1, or4 1, o31ai 1, nor4b 1, clkdlybuf4s50 1
==> final cells by class <==
type                            count  area [um2]
Fill cell                         392        2700
Inverter                            1        3.75
Multi-Input combinational cell     40         323
Tap cell                           46        57.6
Timing Repair Buffer               39         329
==> power breakdown <==
| group | total, mW | switching, mW | internal (mW) |
|---|---|---|---|
| Combinational | 0.0894 | 0.0349 | 0.0544 |
| Clock | 0 | 0 | 0 |
| Sequential | 0 | 0 | 0 |
| Total | 0.0894 | 0.0349 | 0.0544 |
==> what timing repair did <==
item / 4_1_cts / 5_1_grt
setup endpoints to repair: 2 / 1
pin swaps: 13 / 1
hold buffers: 0 / 0
buffers inserted: 3 / 0
gates resized: 61 / 1
==> through the flow <==
stage	instances	instance area, um2	hold WS, ns	utilization
after global routing	126	713	1.68	0.209
after floorplan	41	251	1.12	-
final	126	713	1.60	0.209
after global placement	123	657	2.03	0.192
after detailed placement	123	657	2.02	0.192
after CTS	126	704	1.60	0.206
==> logic make-up after synthesis <==
logic type	Yosys count	synth area share
AND-OR/OR-AND	5	0.164
buffers and inverters	1	0.0149
AND/OR/NAND/NOR	35	0.821
Power figures rest on the tool's default switching activity, not on a simulated workload.
